==> flow/run.sh <==
#!/bin/bash
# OpenROAD 26Q1-2900-gdf79404cd8, Yosys 0.63+post, stock flow scripts
make -C /OpenROAD-flow-scripts/flow DESIGN_CONFIG=/design/flow/config.mk WORK_HOME=/design/flow/orfs finish
==> flow/constraint.sdc <==
current_design hzd

set clk_period 3.9
set clk_io_pct 0.2

create_clock -name clk0 -period $clk_period

set non_clock_inputs [all_inputs -no_clocks]
set_input_delay [expr $clk_period * $clk_io_pct] -clock clk0 $non_clock_inputs
set_output_delay [expr $clk_period * $clk_io_pct] -clock clk0 [all_outputs]
==> flow/config.mk <==
export PLATFORM = sky130hd
export DESIGN_NAME = hzd
export DESIGN_NICKNAME = hzd
export VERILOG_FILES = /design/flow/design.v
export SDC_FILE = /design/flow/constraint.sdc
export NUM_CORES = 4
export LEC_CHECK = 1
export CORE_UTILIZATION = 50
==> flow/design.v <==
`timescale 1ns / 1ps
module hzd(
	input [31:0] Instr_D,
	input [31:0] Instr_E,
	input [31:0] Instr_M,
	input [31:0] Instr_W,
	output [2:0] RS_D_MUXsel,
	output [2:0] RT_D_MUXsel,
	output [2:0] RS_E_MUXsel,
	output [2:0] RT_E_MUXsel,
	output RT_M_MUXsel,
	output Stall
    );
	wire [5:0] Op_D = Instr_D[31:26];
	wire [5:0] Funct_D = Instr_D[5:0];
	wire [4:0] rs_D = Instr_D[25:21];
	wire [4:0] rt_D = Instr_D[20:16];
	wire [5:0] Op_E = Instr_E[31:26];
	wire [5:0] Funct_E = Instr_E[5:0];
	wire [4:0] rs_E = Instr_E[25:21];
	wire [4:0] rt_E = Instr_E[20:16];
	wire [4:0] rd_E = Instr_E[15:11];
	wire [5:0] Op_M = Instr_M[31:26];
	wire [5:0] Funct_M = Instr_M[5:0];
	wire [4:0] rt_M = Instr_M[20:16];
	wire [4:0] rd_M = Instr_M[15:11];
	wire [5:0] Op_W = Instr_W[31:26];
	wire [5:0] Funct_W = Instr_W[5:0];
	wire [4:0] rt_W = Instr_W[20:16];
	wire [4:0] rd_W = Instr_W[15:11];
	wire addu_D = (Op_D == 6'b000000 & Funct_D == 6'b100001);
	wire subu_D = (Op_D == 6'b000000 & Funct_D == 6'b100011);
	wire ori_D = (Op_D == 6'b001101);
	wire lw_D = (Op_D == 6'b100011);
	wire sw_D = (Op_D == 6'b101011);
	wire beq_D = (Op_D == 6'b000100);
	wire lui_D = (Op_D == 6'b001111);
	wire j_D = (Op_D == 6'b000010);
	wire jal_D = (Op_D == 6'b000011);
	wire jr_D = (Op_D == 6'b000000 & Funct_D == 6'b001000);
	wire nop_D = (Op_D == 6'b000000 & Funct_D == 6'b000000);
	wire addu_E = (Op_E == 6'b000000 & Funct_E == 6'b100001);
	wire subu_E = (Op_E == 6'b000000 & Funct_E == 6'b100011);
	wire ori_E = (Op_E == 6'b001101);
	wire lw_E = (Op_E == 6'b100011);
	wire sw_E = (Op_E == 6'b101011);
	wire beq_E = (Op_E == 6'b000100);
	wire lui_E = (Op_E == 6'b001111);
	wire j_E = (Op_E == 6'b000010);
	wire jal_E = (Op_E == 6'b000011);
	wire jr_E = (Op_E == 6'b000000 & Funct_E == 6'b001000);
	wire nop_E = (Op_E == 6'b000000 & Funct_E == 6'b000000);
	wire addu_M = (Op_M == 6'b000000 & Funct_M == 6'b100001);
	wire subu_M = (Op_M == 6'b000000 & Funct_M == 6'b100011);
	wire ori_M = (Op_M == 6'b001101);
	wire lw_M = (Op_M == 6'b100011);
	wire sw_M = (Op_M == 6'b101011);
	wire beq_M = (Op_M == 6'b000100);
	wire lui_M = (Op_M == 6'b001111);
	wire j_M = (Op_M == 6'b000010);
	wire jal_M = (Op_M == 6'b000011);
	wire jr_M = (Op_M == 6'b000000 & Funct_M == 6'b001000);
	wire nop_M = (Op_M == 6'b000000 & Funct_M == 6'b000000);
	wire addu_W = (Op_W == 6'b000000 & Funct_W == 6'b100001);
	wire subu_W = (Op_W == 6'b000000 & Funct_W == 6'b100011);
	wire ori_W = (Op_W == 6'b001101);
	wire lw_W = (Op_W == 6'b100011);
	wire sw_W = (Op_W == 6'b101011);
	wire beq_W = (Op_W == 6'b000100);
	wire lui_W = (Op_W == 6'b001111);
	wire j_W = (Op_W == 6'b000010);
	wire jal_W = (Op_W == 6'b000011);
	wire jr_W = (Op_W == 6'b000000 & Funct_W == 6'b001000);
	wire nop_W = (Op_W == 6'b000000 & Funct_W == 6'b000000);
	wire Cal_r_D = addu_D | subu_D;
	wire Cal_i_D = ori_D;
	wire Lui_D = lui_D;
	wire Load_D = lw_D;
	wire Store_D = sw_D;
	wire Branch_D = beq_D;
	wire Jal_D = jal_D;
	wire Jr_D = jr_D;
	wire Cal_r_E = addu_E | subu_E;
	wire Cal_i_E = ori_E;
	wire Lui_E = lui_E;
	wire Load_E = lw_E;
	wire Store_E = sw_E;
	wire Branch_E = beq_E;
	wire Jal_E = jal_E;
	wire Jr_E = jr_E;
	wire Cal_r_M = addu_M | subu_M;
	wire Cal_i_M = ori_M;
	wire Lui_M = lui_M;
	wire Load_M = lw_M;
	wire Store_M = sw_M;
	wire Branch_M = beq_M;
	wire Jal_M = jal_M;
	wire Jr_M = jr_M;
	wire Cal_r_W = addu_W | subu_W;
	wire Cal_i_W = ori_W;
	wire Lui_W = lui_W;
	wire Load_W = lw_W;
	wire Store_W = sw_W;
	wire Branch_W = beq_W;
	wire Jal_W = jal_W;
	wire Jr_W = jr_W;
	wire Stall_Branch = (
		(Branch_D & Cal_r_E & ((rs_D != 0 & rs_D == rd_E) | (rt_D != 0 & rt_D == rd_E))) |
		(Branch_D & Cal_i_E & ((rs_D != 0 & rs_D == rt_E) | (rt_D != 0 & rt_D == rt_E))) |
		(Branch_D & Load_E & ((rs_D != 0 & rs_D == rt_E) | (rt_D != 0 & rt_D == rt_E))) |
		(Branch_D & Load_M & ((rs_D != 0 & rs_D == rt_M) | (rt_D != 0 & rt_D == rt_M)))
		);
	wire Stall_Jr = (
		(Jr_D & Cal_r_E & rs_D != 0 & rs_D == rd_E) |
		(Jr_D & Cal_i_E & rs_D != 0 & rs_D == rt_E) |
		(Jr_D & Load_E & rs_D != 0 & rs_D == rt_E) |
		(Jr_D & Load_M & rs_D != 0 & rs_D == rt_M)
		);
	wire Stall_Cal_r = (
		(Cal_r_D & Load_E & ((rs_D != 0 & rs_D == rt_E) | (rt_D != 0 & rt_D == rt_E)))
		);
	wire Stall_Cal_i = (
		(Cal_i_D & Load_E & rs_D != 0 & rs_D == rt_E)
		);
	wire Stall_Load = (
		(Load_D & Load_E & rs_D != 0 & rs_D == rt_E)
		);
	wire Stall_Store = (
		(Store_D & Load_E & rs_D != 0 & rs_D == rt_E)
		);
	assign Stall = Stall_Branch | Stall_Jr | Stall_Cal_r | Stall_Cal_i | Stall_Load | Stall_Store;
	assign Demander_rs_D = Branch_D | Jr_D | Cal_r_D | Cal_i_D | Load_D | Store_D;
	assign Demander_rt_D = Branch_D | Cal_r_D | Store_D;
	assign Demander_rs_E = Cal_r_E | Cal_i_E | Load_E | Store_E;
	assign Demander_rt_E = Cal_r_E | Store_E;
	assign Demander_rt_M = Store_M;
	assign RS_D_MUXsel =
		(Demander_rs_D & Lui_E & rs_D != 0 & rs_D == rt_E) ? 1 :
		(Demander_rs_D & Jal_E & rs_D != 0 & rs_D == 31) ? 2 :
		(Demander_rs_D & Cal_r_M & rs_D != 0 & rs_D == rd_M) ? 3 :
		(Demander_rs_D & Cal_i_M & rs_D != 0 & rs_D == rt_M) ? 3 :
		(Demander_rs_D & Lui_M & rs_D != 0 & rs_D == rt_M) ? 4 :
		(Demander_rs_D & Jal_M & rs_D != 0 & rs_D == 31) ? 5 :
		(Demander_rs_D & Cal_r_W & rs_D != 0 & rs_D == rd_W) ? 6 :
		(Demander_rs_D & Cal_i_W & rs_D != 0 & rs_D == rt_W) ? 6 :
		(Demander_rs_D & Load_W & rs_D != 0 & rs_D == rt_W) ? 6 :
		(Demander_rs_D & Lui_W & rs_D != 0 & rs_D == rt_W) ? 6 :
		(Demander_rs_D & Jal_W & rs_D != 0 & rs_D == 31) ? 6 :
		0;
	assign RT_D_MUXsel = 
		(Demander_rt_D & Lui_E & rt_D != 0 & rt_D == rt_E) ? 1 :
		(Demander_rt_D & Jal_E & rt_D != 0 & rt_D == 31) ? 2 :
		(Demander_rt_D & Cal_r_M & rt_D != 0 & rt_D == rd_M) ? 3 :
		(Demander_rt_D & Cal_i_M & rt_D != 0 & rt_D == rt_M) ? 3 :
		(Demander_rt_D & Lui_M & rt_D != 0 & rt_D == rt_M) ? 4 :
		(Demander_rt_D & Jal_M & rt_D != 0 & rt_D == 31) ? 5 :
		(Demander_rt_D & Cal_r_W & rt_D != 0 & rt_D == rd_W) ? 6 :
		(Demander_rt_D & Cal_i_W & rt_D != 0 & rt_D == rt_W) ? 6 :
		(Demander_rt_D & Load_W & rt_D != 0 & rt_D == rt_W) ? 6 :
		(Demander_rt_D & Lui_W & rt_D != 0 & rt_D == rt_W) ? 6 :
		(Demander_rt_D & Jal_W & rt_D != 0 & rt_D == 31) ? 6 :
		0;
	assign RS_E_MUXsel = 
		(Demander_rs_E & Cal_r_M & rs_E != 0 & rs_E == rd_M) ? 1 :
		(Demander_rs_E & Cal_i_M & rs_E != 0 & rs_E == rt_M) ? 1 :
		(Demander_rs_E & Lui_M & rs_E != 0 & rs_E == rt_M) ? 2 :
		(Demander_rs_E & Jal_M & rs_E != 0 & rs_E == 31) ? 3 :
		(Demander_rs_E & Cal_r_W & rs_E != 0 & rs_E == rd_W) ? 4 :
		(Demander_rs_E & Cal_i_W & rs_E != 0 & rs_E == rt_W) ? 4 :
		(Demander_rs_E & Load_W & rs_E != 0 & rs_E == rt_W) ? 4 :
		(Demander_rs_E & Lui_W & rs_E != 0 & rs_E == rt_W) ? 4: 
		(Demander_rs_E & Jal_W & rs_E != 0 & rs_E == 31) ? 4 :
		0;
	assign RT_E_MUXsel = 
		(Demander_rt_E & Cal_r_M & rt_E != 0 & rt_E == rd_M) ? 1 :
		(Demander_rt_E & Cal_i_M & rt_E != 0 & rt_E == rt_M) ? 1 :
		(Demander_rt_E & Lui_M & rt_E != 0 & rt_E == rt_M) ? 2 :
		(Demander_rt_E & Jal_M & rt_E != 0 & rt_E == 31) ? 3 :
		(Demander_rt_E & Cal_r_W & rt_E != 0 & rt_E == rd_W) ? 4 :
		(Demander_rt_E & Cal_i_W & rt_E != 0 & rt_E == rt_W) ? 4 :
		(Demander_rt_E & Load_W & rt_E != 0 & rt_E == rt_W) ? 4 :
		(Demander_rt_E & Lui_W & rt_E != 0 & rt_E == rt_W) ? 4 :
		(Demander_rt_E & Jal_W & rt_E != 0 & rt_E == 31) ? 4 :
		0;
	assign RT_M_MUXsel = 
		(Demander_rt_M & Cal_r_W & rt_M != 0 & rt_M == rd_W) ? 1 :
		(Demander_rt_M & Cal_i_W & rt_M != 0 & rt_M == rt_W) ? 1 :
		(Demander_rt_M & Load_W & rt_M != 0 & rt_M == rt_W) ? 1 :
		(Demander_rt_M & Lui_W & rt_M != 0 & rt_M == rt_W) ? 1 :
		(Demander_rt_M & Jal_W & rt_M != 0 & rt_M == 31) ? 1 :
		0;
endmodule
==> qor.json <==
{
  "postSynthCellCount": 346,
  "routabilityCongestion": 0.962,
  "yosys_chip_area_um2": 2360,
  "outcome": "complete, but fails checks",
  "top_level_ports": 142,
  "route.final.wire_length_mm": 9.72,
  "yosys.stat.seqShare": 0,
  "final_antenna_net_count": 0,
  "timing.max_cap.violations": 0,
  "pwr_density_cell_nw_per_um2": 91.4,
  "failed_checks": "setup timing",
  "number_of_standard_cells_reported_by_yosys": 346,
  "chip_width_um": 70.7,
  "netlist_area_um2": 2360,
  "groute.usage.overall": 0.333,
  "drt_iter0_drcs": 216,
  "placement_rows": 24,
  "setup.worst_path.class": "in2out",
  "final_layout_size_suffix_gt1_frac": 0.247,
  "power.static_leakage_nw": 1.66,
  "post-dp-hpwl_mm": 7.13,
  "port_buffers": 104,
  "clock_buffers": 0,
  "setup_viol": 2,
  "crit_path_end_kind": "output port",
  "timing.final.crit_share": 1.00,
  "ff_count": 0,
  "critical_path.max_fanout": 3,
  "synth_top_cell_by_area": "xnor2_1",
  "placeable_area_um2": 4440,
  "pre_cts_ws_ps": -208,
  "worst_slack_ps": -16.9,
  "detailroute.via_count": 3258,
  "top_cell_area_share": 0.211,
  "required_ps": 3120,
  "floorplan.initialDensity": 0.531,
  "remaining_drc_errors": 0,
  "yosys_warnings": 5,
  "post_drt_wl_per_cell_um": 17.8,
  "worst_ir_drop_vdd_mv": 0.0706,
  "placed_cells": 544,
  "die_height_um": 70.7,
  "yosysMostFrequentCell": "xnor2_1",
  "timing.critical_path.from_type": "primary input",
  "drt_pre_antenna_iters": 22,
  "hold_crit_class": "in2out",
  "initial_antenna_violation_count": 0,
  "grt.overflow.total": 0,
  "final_max_slew_viol_count": 0,
  "fmax_mhz": 255,
  "seq_area_um2": 0,
  "placed_cell_area_um2": 3860,
  "post-route-cell-area_um2": 4090,
  "die_area_um2": 5000,
  "grt_pass1_vias": 2917,
  "log.warning_count": 72,
  "stdcell_count": 545,
  "netlist_top_cells_count": "xnor2_1 (57), xor2_1 (54), nand3_1 (29)",
  "postCtsHoldBufs": 0,
  "worstMarginPinSlew_ps": 495,
  "slew_headroom": 0.667,
  "route.antenna.diode_count": 0,
  "arrival_time_of_the_worst_setup_path_ps": 3140,
  "global_route_wire_length_before_repair_mm": 13.4,
  "final_period_minus_worst_setup_slack_ps": 3920,
  "grt_start_max_net_pins": 8,
  "hold_viol": 0,
  "synthTopCellsByArea": "xnor2_1 (21%), xor2_1 (20%), nand3_1 (6.1%), nor4_1 (4.5%), nor2_1 (3.8%)",
  "post_synth_num_cell_types": 51,
  "routed_via_density": 5.98,
  "synth.avg_cell_area_um2": 6.82,
  "syn2layout_area_growth_pct": 73.3
}
## stage by stage
stage / total power [mW] / setup TNS [ps] / hold WS, ps / utilization
floorplan: 0.177 / 0 / 1580 / -
global placement: 0.338 / -278 / 2570 / 0.870
detailed placement: 0.347 / -848 / 2590 / 0.870
CTS: 0.352 / -6.66 / 2600 / 0.879
global route: 0.397 / -363 / 2310 / 0.921
finish: 0.374 / -22.6 / 2260 / 0.921
## final timing paths
kind,to,slack (ps),from,cells after the start
worst max-delay path,RT_D_MUXsel[1],-20,Instr_W[30],11
worst min-delay path,RT_M_MUXsel,2260,Instr_M[20],5
## cells by family after synthesis
family / after synthesis / share of synthesized area
AND-OR/OR-AND: 38 / 0.109
XOR/XNOR: 111 / 0.412
buffers and inverters: 41 / 0.0912
AND/OR/NAND/NOR: 156 / 0.388
## what timing repair did
item	CTS	global route
pin swaps	3	10
setup endpoints to repair	9	12
gates resized	11	44
setup buffers	1	0
gates cloned	0	0
## final cells by class
type | count | area, µm²
inverter | 6 | 22.5
timing repair buffer | 182 | 1690
multi-input combinational | 305 | 2320
tap | 52 | 65.1
fill | 168 | 352
## critical path, stage by stage
cell             delay, ps
clkdlybuf4s50_1        480
nor4_4                 380
buf_4                  170
buf_4                  120
nand3_1                120
buf_4                  170
nor2_1                 110
nor3_2                  70
nand2b_1               150
a21oi_1                120
clkdlybuf4s50_1        470
## per-layer routing
layer  vias up  track usage  part of all wire
met5         -            0                 0
met1      1516        0.431              0.40
met4         0       0.0556             0.028
li1       1515            -                 -
met2       200        0.609              0.48
met3        27       0.0332             0.093
## where the power goes
group / switching, mW / leakage (nW) / total, mW / internal (mW)
Clock: 0 / 0 / 0 / 0
Combinational: 0.170 / 1.66 / 0.374 / 0.204
Sequential: 0 / 0 / 0 / 0
## layout by cell type, fill, tap and decap left out, types with 5 or more instances in the layout
| cell type | n |
|---|---|
| buf_4 | 75 |
| xor2_1 | 54 |
| nor4_1 | 8 |
| nand2b_1 | 6 |
| a21oi_1 | 8 |
| nand2_1 | 17 |
| nand3_1 | 28 |
| nor3_2 | 5 |
| o21ai_0 | 6 |
| nand4_1 | 5 |
| clkdlybuf4s50_1 | 85 |
| nor3_1 | 9 |
| inv_1 | 6 |
| dlymetal6s2s_1 | 17 |
| nor4_2 | 9 |
| xnor2_1 | 57 |
| nor2_1 | 24 |
Power is estimated from default activity; no workload was simulated.
